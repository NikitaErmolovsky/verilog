$ cat /design/flow/design.v
`timescale 1 ns / 1 ps
module fifo(clk,reset,r,w,data_in,out,full,empty,
	cnt_w_next,cnt_w,cnt_r_next,cnt_r);
	input clk,reset,r,w;
	input [7:0] data_in;
	output wire [7:0]out;
	output reg full,empty;
	output wire [3:0] cnt_w_next,cnt_r_next;
	output reg [3:0] cnt_w, cnt_r;
	wire we_0,we_1,we_2,we_3,we_4,we_5,we_6,
	we_7,we_8,we_9,we_10,we_11,we_12,we_13,we_14,we_15;
	reg [7:0] mem_out_0,mem_out_1,mem_out_2,mem_out_3,mem_out_4,mem_out_5,mem_out_6,
	mem_out_7,mem_out_8,mem_out_9,mem_out_10,mem_out_11,mem_out_12,mem_out_13,mem_out_14,mem_out_15;
	wire empty_next, full_next;
	assign cnt_w_next[0] = w^cnt_w[0];
	assign cnt_w_next[1] = cnt_w[1]^(cnt_w[0]&w);
	assign cnt_w_next[2] = cnt_w[2]^(cnt_w[0]&cnt_w[1]&w);
	assign cnt_w_next[3] = cnt_w[3]^(cnt_w[0]&cnt_w[1]&cnt_w[2]&w);	 
	always @(posedge clk) 		
		begin	
			cnt_w[0] <=cnt_w_next[0]&(~reset);
			cnt_w[1] <=cnt_w_next[1]&(~reset);
			cnt_w[2] <=cnt_w_next[2]&(~reset);
			cnt_w[3] <=cnt_w_next[3]&(~reset); 
		end
	assign cnt_r_next[0] = r^cnt_r[0];
	assign cnt_r_next[1] = cnt_r[1]^(cnt_r[0]&r);
	assign cnt_r_next[2] = cnt_r[2]^(cnt_r[0]&cnt_r[1]&r);
	assign cnt_r_next[3] = cnt_r[3]^(cnt_r[0]&cnt_r[1]&cnt_r[2]&r);	 
	always @(posedge clk) 
		begin
			cnt_r[0] <=cnt_r_next[0]&(~reset);
			cnt_r[1] <=cnt_r_next[1]&(~reset);
			cnt_r[2] <=cnt_r_next[2]&(~reset);
			cnt_r[3] <=cnt_r_next[3]&(~reset);
		end
	assign we_0 = w&((~cnt_w[0]&(~cnt_w[1])&(~cnt_w[2])&(~cnt_w[3])));
	assign we_1 = w&((cnt_w[0]&(~cnt_w[1])&(~cnt_w[2])&(~cnt_w[3])));
	assign we_2 = w&((~cnt_w[0]&(cnt_w[1])&(~cnt_w[2])&(~cnt_w[3])));
	assign we_3 = w&((cnt_w[0]&(cnt_w[1])&(~cnt_w[2])&(~cnt_w[3])));
	assign we_4 = w&((~cnt_w[0]&(~cnt_w[1])&(cnt_w[2])&(~cnt_w[3])));
	assign we_5 = w&((cnt_w[0]&(~cnt_w[1])&(cnt_w[2])&(~cnt_w[3])));
	assign we_6 = w&((~cnt_w[0]&(cnt_w[1])&(cnt_w[2])&(~cnt_w[3])));
	assign we_7 = w&((cnt_w[0]&(cnt_w[1])&(cnt_w[2])&(~cnt_w[3])));
	assign we_8 = w&((~cnt_w[0]&(~cnt_w[1])&(~cnt_w[2])&(cnt_w[3])));
	assign we_9 = w&((cnt_w[0]&(~cnt_w[1])&(~cnt_w[2])&(cnt_w[3])));
	assign we_10 = w&((~cnt_w[0]&(cnt_w[1])&(~cnt_w[2])&(cnt_w[3]))); 
	assign we_11 = w&((cnt_w[0]&(cnt_w[1])&(~cnt_w[2])&(cnt_w[3])));
	assign we_12 = w&((~cnt_w[0]&(~cnt_w[1])&(cnt_w[2])&(cnt_w[3])));
	assign we_13 = w&((cnt_w[0]&(~cnt_w[1])&(cnt_w[2])&(cnt_w[3])));
	assign we_14 = w&((~cnt_w[0]&(cnt_w[1])&(cnt_w[2])&(cnt_w[3])));
	assign we_15 = w&((cnt_w[0]&~cnt_w[1])&(cnt_w[2])&(cnt_w[3]));
	always @(posedge clk)
			begin
				mem_out_0[7:0] <= (mem_out_0[7:0] & {8{(~we_0)}} | (data_in[7:0] & {8{we_0}})) & {8{(~reset)}};
				mem_out_1[7:0] <= (mem_out_1[7:0] & {8{(~we_1)}} | (data_in[7:0] & {8{we_1}})) & {8{(~reset)}};
				mem_out_2[7:0] <= (mem_out_2[7:0] & {8{(~we_2)}} | (data_in[7:0] & {8{we_2}})) & {8{(~reset)}};
				mem_out_3[7:0] <= (mem_out_3[7:0] & {8{(~we_3)}} | (data_in[7:0] & {8{we_3}})) & {8{(~reset)}};
				mem_out_4[7:0] <= (mem_out_4[7:0] & {8{(~we_4)}} | (data_in[7:0] & {8{we_4}})) & {8{(~reset)}};
				mem_out_5[7:0] <= (mem_out_5[7:0] & {8{(~we_5)}} | (data_in[7:0] & {8{we_5}})) & {8{(~reset)}};
				mem_out_6[7:0] <= (mem_out_6[7:0] & {8{(~we_6)}} | (data_in[7:0] & {8{we_6}})) & {8{(~reset)}};
				mem_out_7[7:0] <= (mem_out_7[7:0] & {8{(~we_7)}} | (data_in[7:0] & {8{we_7}})) & {8{(~reset)}};
				mem_out_8[7:0] <= (mem_out_8[7:0] & {8{(~we_8)}} | (data_in[7:0] & {8{we_8}})) & {8{(~reset)}};
				mem_out_9[7:0] <= (mem_out_9[7:0] & {8{(~we_9)}} | (data_in[7:0] & {8{we_9}})) & {8{(~reset)}};
				mem_out_10[7:0] <= (mem_out_10[7:0] & {8{(~we_10)}} | (data_in[7:0] & {8{we_10}})) & {8{(~reset)}};
				mem_out_11[7:0] <= (mem_out_11[7:0] & {8{(~we_11)}} | (data_in[7:0] & {8{we_11}})) & {8{(~reset)}};
				mem_out_12[7:0] <= (mem_out_12[7:0] & {8{(~we_12)}} | (data_in[7:0] & {8{we_12}})) & {8{(~reset)}};
				mem_out_13[7:0] <= (mem_out_13[7:0] & {8{(~we_13)}} | (data_in[7:0] & {8{we_13}})) & {8{(~reset)}};
				mem_out_14[7:0] <= (mem_out_14[7:0] & {8{(~we_14)}} | (data_in[7:0] & {8{we_14}})) & {8{(~reset)}};
				mem_out_15[7:0] <= (mem_out_15[7:0]& {8{(~we_15)}} | (data_in[7:0] & {8{we_15}})) & {8{(~reset)}}; 
			end
		assign out[7:0] = 
		(mem_out_0[7:0]&{8{(~cnt_r[0] & (~cnt_r[1]) & (~cnt_r[2]) & (~cnt_r[3]))}}) | 
		(mem_out_1[7:0]&{8{(cnt_r[0] & (~cnt_r[1]) & (~cnt_r[2]) & (~cnt_r[3]))}}) | 
		(mem_out_2[7:0]&{8{(~cnt_r[0] & (cnt_r[1]) & (~cnt_r[2]) & (~cnt_r[3]))}}) |
		(mem_out_3[7:0]&{8{(cnt_r[0] & (cnt_r[1]) & (~cnt_r[2]) & (~cnt_r[3]))}}) | 
		(mem_out_4[7:0]&{8{(~cnt_r[0] & (~cnt_r[1]) & (cnt_r[2]) & (~cnt_r[3]))}}) |
		(mem_out_5[7:0]&{8{(cnt_r[0] & (~cnt_r[1]) & (cnt_r[2]) & (~cnt_r[3]))}}) |
		(mem_out_6[7:0]&{8{(~cnt_r[0] & (cnt_r[1]) & (cnt_r[2]) & (~cnt_r[3]))}}) | 
		(mem_out_7[7:0]&{8{(cnt_r[0] & (cnt_r[1]) & (cnt_r[2]) & (~cnt_r[3]))}}) |
		(mem_out_8[7:0]&{8{(~cnt_r[0] & (~cnt_r[1]) & (~cnt_r[2]) & (cnt_r[3]))}}) | 
		(mem_out_9[7:0]&{8{(cnt_r[0] & (~cnt_r[1]) & (~cnt_r[2]) & (cnt_r[3]))}}) |
		(mem_out_10[7:0]&{8{(~cnt_r[0] & (cnt_r[1]) & (~cnt_r[2]) & (cnt_r[3]))}}) | 
		(mem_out_11[7:0]&{8{(cnt_r[0] & (cnt_r[1]) & (~cnt_r[2]) & (cnt_r[3]))}}) |
		(mem_out_12[7:0]&{8{(~cnt_r[0] & (~cnt_r[1]) & (cnt_r[2]) & (cnt_r[3]))}}) | 
		(mem_out_13[7:0]&{8{(cnt_r[0] & (~cnt_r[1]) & (cnt_r[2]) & (cnt_r[3]))}}) |
		(mem_out_14[7:0]&{8{(~cnt_r[0] & (cnt_r[1]) & (cnt_r[2]) & (cnt_r[3]))}}) | 
		(mem_out_15[7:0]&{8{(cnt_r[0] & (cnt_r[1]) & (cnt_r[2]) & (cnt_r[3]))}}) & {8{r}};
	assign empty_next = (cnt_r_next[3:0] === cnt_w[3:0])&(~w&r)|(empty&(~w))|reset;
	assign full_next = (((cnt_w_next[3:0]===cnt_r[3:0]) & w & ~r) | (full & ~r))&(~reset);
	always @(posedge clk)
		begin
		 empty <= (~reset)&empty_next | (reset);
		 full <= (~reset)&full_next;
		end
endmodule
$ cat /design/flow/run.sh
#!/bin/bash
# OpenROAD 26Q1-2900-gdf79404cd8, Yosys 0.63+post, stock flow scripts
make -C /OpenROAD-flow-scripts/flow DESIGN_CONFIG=/design/flow/config.mk WORK_HOME=/design/flow/orfs finish
$ cat /design/flow/config.mk
export PLATFORM = sky130hd
export DESIGN_NAME = fifo
export DESIGN_NICKNAME = fifo
export VERILOG_FILES = /design/flow/design.v
export SDC_FILE = /design/flow/constraint.sdc
export NUM_CORES = 4
export LEC_CHECK = 1
export CORE_UTILIZATION = 50
$ cat /design/flow/constraint.sdc
current_design fifo

set clk_period 3.0
set clk_io_pct 0.2

create_clock -name clk0 -period $clk_period [get_ports {clk}]

set non_clock_inputs [all_inputs -no_clocks]
set_input_delay [expr $clk_period * $clk_io_pct] -clock clk0 $non_clock_inputs
set_output_delay [expr $clk_period * $clk_io_pct] -clock clk0 [all_outputs]
==> summary.txt <==
status = complete, but fails checks
failing checks = negative setup slack
post-synthesis chip area from yosys = 6400 um^2
Post-synth EDFFs = 0
Worst Path Max Fanout = 8
final hold violation count = 0
Core ar. = 12,300 um^2
Rel. slew slack = 0.411
worst hold path class = reg2reg
Largest cells by area = dfxtp_1, mux2i_1, a21oi_1, nand2_1, o21ai_0
Top Layer Used = met4
Synth Flop Type = dfxtp_1
CP endpoint kind = output pin
floorplan core density = 0.522
largest net degree at the start of global routing = 81
# Cells Yosys = 770
Post-Syn Area = 6400 um^2
Max Root-Sink Buffers = 2
worst-margin pin slew = 0.881 ns
Clock Latency Late Sink = 0.42 ns
Simple-Gate Area Share = 0.195
gr ovfl total = 0
DP Worst Slack = -0.209 ns
Mean Syn Cell Area = 8.31 um^2
cell chain of the critical path = bufbuf_16 -> and3_1 -> o21ai_1 -> buf_4 -> nand4_1 -> or3_4 -> clkdlybuf4s50_1
Max-Cap Viols = 0
# IOs = 38
DR vias = 5,949
RSZ-0062 raised after global routing = yes
Crit Path Category = reg2out
final instance area = 8050 um^2
initial antenna violation count = 0
Max VDD drop = 0.443 mV
I/O Buffers = 37
Num Clock Sinks = 138
post-synthesis sequential area ratio = 0.432
Synth Area in Adders = 0.00391
post-layout period usage = 1.01
Critical Path RT = 2.40 ns
Total GRT Usage = 0.352
Critical path buffers and inverters = 3
DRC Markers = 0
register area = 2780 um^2
xor+xnor area frac = 0.0151
Compound Share, Synth = 0.194
DR pass1 iterations = 6
area post-placement = 7060 um^2
sequential share of power = 0.421
PD cells = 555 nW/um^2
gp weighted congestion = 0.958
CP arrival = 2.42 ns
min setup slack post-route = -0.0242 ns
CTS tree = built
Clock Root Buffer = clkbuf_16
antenna violation net count after detailed routing = 0
Min Clock Period, post-route = 3.02 ns
post-synthesis cell count = 770
Area leader share = 0.432
Synth-to-Final Area Change = 25.8%
critical path's slowest cell = clkdlybuf4s50_1
Switching Fraction = 0.244
fin. max-slew vios = 0
DR vias/cell = 5.98
Comb pwr share = 0.100
final setup fails = 1
most frequent cell after synthesis = dfxtp_1
die width = 115 um
first-pass GRT wire length = 32,900 um
Pwr Total = 4.47 mW
HPWL after detailed placement = 13,800 um
Num CTS Buffers = 17
Layout Skew = 0.00434 ns
top cells by count, synth = dfxtp_1, nand2_1, a21oi_1
largest area contributor in the netlist = dfxtp_1
Lkg Pwr = 3.01 nW
Ant. Diodes = 0
synth warn = 1
Comb gate area = 3500 um^2
share of layout cells above drive strength 1 = 0.177
H-tree levels = 4
Detailed Route WL = 21,400 um
OpenROAD warnings = 27
die area = 13,300 um^2
met2 routed WL = 9320 um
Worst R2R Setup Slack = 0.84 ns
number of global-route vias before repair = 5,773
post-layout util = 0.656
Startpoint Class = flop
CTS clock-pin slew for the worst setup and hold paths = 0.06 ns
unique cell type count in the Yosys netlist = 58
Die H = 115 um
metal3 WL = 2340 um
met1 WL = 9060 um
fmax = 0.331 GHz
Starting DRT DRC Count = 536
average wire per standard cell = 21.5 um
Hold Slack = 0.453 ns
Net Switching = 1.09 mW
Post-synth ARST share = 0
Cell Int Power = 3.38 mW
Crit path max-delay family = buffers and inverters
Clk pwr share = 0.479
Dominant comb cell = simple AND/OR/NAND/NOR gates
ys flops = 138
slowest stage delay, CP = 0.42 ns
row count = 40
# fillers = 935
mux frac, synth = 0.110
[path summary, 6_finish.rpt]
kind                      start  cells past startpoint       endpoint
hold reg to reg   mem_out_13[6]                      2  mem_out_13[6]
setup / recovery       cnt_r[3]                      7         out[5]
setup reg to reg       cnt_w[2]                      4  mem_out_14[6]
hold / removal    mem_out_13[6]                      2  mem_out_13[6]
[placed cells by master, fill, tap and decap left out, types with 7 or more instances in the layout]
master / count
dfxtp_1: 134
nand2_1: 112
a21oi_1: 93
o21ai_0: 59
nor2_1: 57
mux2i_1: 52
buf_4: 40
clkdlybuf4s50_1: 29
nand3_1: 19
clkbuf_16: 17
nor2b_1: 12
mux2_2: 10
a22oi_1: 10
xnor2_1: 9
nand2b_1: 8
nand3b_1: 7
[logic make-up after synthesis]
group	Yosys count
compound gates	212
xor+xnor	11
fa+ha+maj	2
buf+inv	73
flops	138
mux	67
simple gates	267
[metrics by stage]
step,std cells,setup TNS [ns]
2_1_floorplan,770,0
4_1_cts,992,-0.206
5_1_grt,994,-0.146
3_3_place_gp,950,-0.339
3_5_place_dp,950,-0.347
6_report,994,-0.0242
[final cells by class]
type	instances	area share
clock inverter	11	0.0168
multi-input combinational	559	0.435
inverter	6	0.00280
timing repair buffer	91	0.115
sequential	138	0.345
clock buffer	21	0.0597
tap	168	0.0261
[layer usage]
metal  global-route usage  vias up
li1                     -     2790
met3                0.125       42
met2                0.522      300
met4               0.0866        0
met5                    0        -
met1                0.511     2817
[worst register-to-register path, delay by kind of cell, from the launching register on]
kind             cells  cell delay (ns)
DFF                  1             0.55
muxes                1             0.26
and+or+nand+nor      3             1.23
[power by group through the flow]
stage | registers, mW | clock network, mW | logic [mW]
after CTS | 1.88 | 2.16 | 0.429
after global routing | 1.88 | 2.25 | 0.476
final | 1.88 | 2.14 | 0.447
[timing repair]
item                       4_1_cts  5_1_grt
hold buffers                     0        0
setup endpoints to repair        8        6
pin swaps                       12        6
gates resized                   48       25
cloned                           3        0
buffers inserted                 7        4
No activity file was given, so power comes from the tool's default toggle rates.
